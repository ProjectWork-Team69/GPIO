===== flow/config.mk =====
export PLATFORM = sky130hd
export DESIGN_NAME = gpio_controller_16pin
export DESIGN_NICKNAME = gpio_controller_16pin
export VERILOG_FILES = /design/flow/design.v
export SDC_FILE = /design/flow/constraint.sdc
export NUM_CORES = 4
export LEC_CHECK = 1
export CORE_UTILIZATION = 50

===== flow/constraint.sdc =====
current_design gpio_controller_16pin

set clk_period 4.8
set clk_io_pct 0.2

create_clock -name clk0 -period $clk_period [get_ports {clk}]

set non_clock_inputs [all_inputs -no_clocks]
set_input_delay [expr $clk_period * $clk_io_pct] -clock clk0 $non_clock_inputs
set_output_delay [expr $clk_period * $clk_io_pct] -clock clk0 [all_outputs]

===== flow/design.v =====
`timescale 1ns / 1ps
module gpio_controller_16pin (
    input wire clk,
    input wire rst_n,
    inout wire [15:0] gpio_pins,
    input wire [7:0] Mem_Addr,
    input wire [31:0] Mem_WrData,
    output reg [31:0] Mem_RdData,
    input wire MemWrite,
    output wire gpio_interrupt,
    input wire uart_tx_out,
    output wire uart_rx_in,
    input wire uart_tx_en,
    input wire uart_rx_en,
    input wire spi_mosi_out,
    input wire spi_sck_out,
    input wire spi_ss_out,
    output wire spi_miso_in,
    input wire spi_mosi_en,
    input wire spi_sck_en,
    input wire spi_ss_en,
    input wire spi_miso_en,
    inout wire i2c_sda,
    inout wire i2c_scl,
    input wire i2c_sda_en,
    input wire i2c_scl_en
);
    reg [15:0] gpio_data_out;
    reg [15:0] gpio_data_in;
    reg [15:0] gpio_direction;
    reg [15:0] gpio_pullup_en;
    reg [15:0] gpio_set;        
    reg [15:0] gpio_clear;      
    reg [15:0] gpio_int_enable;     
    reg [15:0] gpio_int_type;       
    reg [15:0] gpio_int_polarity;   
    reg [15:0] gpio_int_status;     
    reg [31:0] gpio_pin_mux;        
    reg [15:0] gpio_data_in_prev;   
    wire [15:0] gpio_int_pending;
    wire [15:0] pin_mux_out;        
    wire [15:0] pin_mux_oe;         
    reg [15:0] gpio_set_pulse;      
    reg [15:0] gpio_clear_pulse;    
    genvar i;
    generate
        for (i = 0; i < 16; i = i + 1) begin : pin_mux_control
            wire [1:0] mux_sel = gpio_pin_mux[2*i+1:2*i];
            assign pin_mux_out[i] = 
                (mux_sel == 2'b00) ? gpio_data_out[i] :           
                (mux_sel == 2'b01) ? (                            
                    (i == 0) ? uart_tx_out :                      
                    (i == 1) ? 1'b1 :                            
                    gpio_data_out[i]                             
                ) :
                (mux_sel == 2'b10) ? (                            
                    (i == 2) ? spi_mosi_out :                    
                    (i == 3) ? spi_sck_out :                     
                    (i == 4) ? spi_ss_out :                      
                    (i == 5) ? 1'b1 :                            
                    gpio_data_out[i]                             
                ) :
                (mux_sel == 2'b11) ? (                            
                    (i == 6) ? 1'bz :                            
                    (i == 7) ? 1'bz :                            
                    gpio_data_out[i]                             
                ) : gpio_data_out[i];
            assign pin_mux_oe[i] = 
                (mux_sel == 2'b00) ? gpio_direction[i] :          
                (mux_sel == 2'b01) ? (                            
                    (i == 0) ? uart_tx_en :                       
                    (i == 1) ? 1'b0 :                            
                    gpio_direction[i]                            
                ) :
                (mux_sel == 2'b10) ? (                            
                    (i == 2) ? spi_mosi_en :                     
                    (i == 3) ? spi_sck_en :                      
                    (i == 4) ? spi_ss_en :                       
                    (i == 5) ? 1'b0 :                            
                    gpio_direction[i]                            
                ) :
                (mux_sel == 2'b11) ? (                            
                    (i == 6) ? i2c_sda_en :                      
                    (i == 7) ? i2c_scl_en :                      
                    gpio_direction[i]                            
                ) : gpio_direction[i];
            assign gpio_pins[i] = pin_mux_oe[i] ? pin_mux_out[i] : 1'bz;
        end
    endgenerate
    assign uart_rx_in = (gpio_pin_mux[3:2] == 2'b01) ? gpio_pins[1] : 1'b1;   
    assign spi_miso_in = (gpio_pin_mux[11:10] == 2'b10) ? gpio_pins[5] : 1'b0;  
    assign i2c_sda = (gpio_pin_mux[13:12] == 2'b11) ? gpio_pins[6] : 1'bz;      
    assign i2c_scl = (gpio_pin_mux[15:14] == 2'b11) ? gpio_pins[7] : 1'bz;      
    generate
        for (i = 0; i < 16; i = i + 1) begin : interrupt_gen
            assign gpio_int_pending[i] = gpio_int_enable[i] & (
                gpio_int_type[i] ? 
                    (gpio_int_polarity[i] ? 
                        (~gpio_data_in_prev[i] & gpio_data_in[i]) :   
                        (gpio_data_in_prev[i] & ~gpio_data_in[i])     
                    ) :
                    (gpio_int_polarity[i] ? 
                        gpio_data_in[i] :       
                        ~gpio_data_in[i]        
                    )
            );
        end
    endgenerate
    assign gpio_interrupt = |gpio_int_status;
    always @(posedge clk) begin
        if (!rst_n) begin
            gpio_data_in <= 16'h0000;
            gpio_data_in_prev <= 16'h0000;
        end else begin
            gpio_data_in_prev <= gpio_data_in;
            gpio_data_in <= gpio_pins;
        end
    end
    always @(posedge clk) begin
        if (!rst_n) begin
            gpio_data_out <= 16'h0000;
            gpio_direction <= 16'h0000;
            gpio_pullup_en <= 16'h0000;
            gpio_set <= 16'h0000;
            gpio_clear <= 16'h0000;
            gpio_set_pulse <= 16'h0000;
            gpio_clear_pulse <= 16'h0000;
            gpio_int_enable <= 16'h0000;
            gpio_int_type <= 16'h0000;
            gpio_int_polarity <= 16'h0000;
            gpio_int_status <= 16'h0000;
            gpio_pin_mux <= 32'h00000000;
        end else begin
            gpio_set_pulse <= 16'h0000;
            gpio_clear_pulse <= 16'h0000;
            gpio_int_status <= gpio_int_status | gpio_int_pending;
            if (MemWrite) begin
                case (Mem_Addr[7:2])
                    6'h00: begin  
                        gpio_data_out <= Mem_WrData[15:0];
                    end
                    6'h02: gpio_direction <= Mem_WrData[15:0];      
                    6'h03: gpio_pullup_en <= Mem_WrData[15:0];      
                    6'h04: begin  
                        gpio_set_pulse <= Mem_WrData[15:0];
                        gpio_data_out <= gpio_data_out | Mem_WrData[15:0];
                    end
                    6'h05: begin  
                        gpio_clear_pulse <= Mem_WrData[15:0];
                        gpio_data_out <= gpio_data_out & ~Mem_WrData[15:0];
                    end
                    6'h06: gpio_int_enable <= Mem_WrData[15:0];     
                    6'h07: gpio_int_type <= Mem_WrData[15:0];       
                    6'h08: gpio_int_polarity <= Mem_WrData[15:0];   
                    6'h09: gpio_int_status <= gpio_int_status & ~Mem_WrData[15:0];  
                    6'h0A: gpio_pin_mux <= Mem_WrData[31:0];        
                endcase
            end
            gpio_set <= 16'h0000;
            gpio_clear <= 16'h0000;
        end
    end
    always @(*) begin
        case (Mem_Addr[7:2])
            6'h00: Mem_RdData = {16'h0, gpio_data_out};       
            6'h01: Mem_RdData = {16'h0, gpio_data_in};        
            6'h02: Mem_RdData = {16'h0, gpio_direction};      
            6'h03: Mem_RdData = {16'h0, gpio_pullup_en};      
            6'h04: Mem_RdData = 32'h0;                        
            6'h05: Mem_RdData = 32'h0;                        
            6'h06: Mem_RdData = {16'h0, gpio_int_enable};     
            6'h07: Mem_RdData = {16'h0, gpio_int_type};       
            6'h08: Mem_RdData = {16'h0, gpio_int_polarity};   
            6'h09: Mem_RdData = {16'h0, gpio_int_status};     
            6'h0A: Mem_RdData = gpio_pin_mux;                 
            default: Mem_RdData = 32'h00000000;
        endcase
    end
endmodule

===== flow/run.sh =====
#!/bin/bash
# OpenROAD 26Q1-2900-gdf79404cd8, Yosys 0.63+post, stock flow scripts
make -C /OpenROAD-flow-scripts/flow DESIGN_CONFIG=/design/flow/config.mk WORK_HOME=/design/flow/orfs finish

==> out/summary.txt <==
post-placement cell area: 0.009210 mm2
yosys cell count: 978
Main logic family: simple AND/OR/NAND/NOR gates
H-tree levels: 4
outcome: aborted with a tool error
Post-Syn Area: 0.008342 mm2
post-synth cell types: 52
Main synth FF type: dfxtp_1
Synth async-reset ratio: 0%
cells after synthesis: 978
# port buffers: 78
synth warn: 6
clk root buf: clkbuf_16
detailed placement HPWL: 16.81 mm
die width: 131.2 um
Seq share, synth: 42.24%
Post-synth EDFFs: 0
Inserted Clock Buffers: 17
simple share: 24.99%
GPL Wtd Cong: 0.8703
post-synthesis area per instance: 8.529 um2
setup repair bufs after CTS: 0
synthesis area per yosys: 0.008342 mm2
Hold-fix buffers, CTS: 0
Placed Instances: 1214
Synth mux share: 2.940%
CTS Buffer Depth: 2
CTS sink count: 176
I/O pins: 108
first error: [error] [KeplerFormal.cpp:679] Workflow failed: Iso has multiple drivers: .gpio_pins6, gpio_pins[6]$_SDFFE_PN0P_.Q0
stopping stage: 4_1_cts
xor/xnor share: 1.680%
Place WS: 400.4 ps
floorplan core density: 51.95%
yosys aoi share: 22.65%
CTS resizes: 0
row count: 46
Die H: 131.2 um
Adder Area Share: 0%
Synth Register Bits: 176
-- through the flow --
| stage | power [mW] | utilization [%] |
|---|---|---|
| floorplan | 1.627 | - |
| global placement | 1.712 | 57.36 |
| detailed placement | 1.714 | 57.36 |
-- cell usage after synthesis (2+ instances only) --
| cell | instances | area, um2 |
|---|---|---|
| a2111oi_4 | 4 | 110.1 |
| a21boi_0 | 74 | 555.5 |
| a21boi_1 | 38 | 285.3 |
| a21oi_1 | 24 | 120.1 |
| a222oi_1 | 3 | 30.03 |
| a22o_1 | 15 | 131.4 |
| a22oi_1 | 32 | 240.2 |
| a2bb2oi_1 | 4 | 35.03 |
| a31o_2 | 8 | 70.07 |
| a32o_1 | 6 | 60.06 |
| a41o_1 | 8 | 80.08 |
| and2_1 | 39 | 244.0 |
| and3_1 | 32 | 200.2 |
| and4_1 | 4 | 35.03 |
| buf_1 | 4 | 15.01 |
| buf_2 | 22 | 110.1 |
| buf_4 | 15 | 112.6 |
| buf_6 | 3 | 33.78 |
| clkbuf_1 | 48 | 180.2 |
| dfxtp_1 | 176 | 3523 |
| mux2_2 | 12 | 135.1 |
| mux2i_1 | 11 | 110.1 |
| nand2_1 | 215 | 807.0 |
| nand2b_1 | 3 | 18.77 |
| nand3_1 | 87 | 435.4 |
| nand4_1 | 5 | 31.28 |
| nor2_1 | 2 | 7.510 |
| nor2b_1 | 17 | 106.4 |
| nor4_1 | 4 | 25.02 |
| o21ai_0 | 17 | 85.08 |
| o22ai_1 | 3 | 18.77 |
| o31ai_1 | 8 | 60.06 |
| xnor2_1 | 16 | 140.1 |
-- cell families after synthesis --
| kind of cell | count (synthesis) |
|---|---|
| AND/OR/NAND/NOR | 424 |
| flip-flops | 176 |
| XOR/XNOR | 16 |
| multiplexers | 23 |
| other | 1 |
| AND-OR/OR-AND | 245 |
| buffers and inverters | 93 |
Power figures rest on the tool's default switching activity, not on a simulated workload.
